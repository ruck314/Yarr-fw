===== design/flow/config.mk =====
export PLATFORM = sky130hd
export DESIGN_NAME = descrambler
export DESIGN_NICKNAME = descrambler
export VERILOG_FILES = /design/flow/design.v
export SDC_FILE = /design/flow/constraint.sdc
export NUM_CORES = 4
export LEC_CHECK = 1
export CORE_UTILIZATION = 30

===== design/flow/constraint.sdc =====
current_design descrambler

set clk_period 4.7
set clk_io_pct 0.2

create_clock -name clk0 -period $clk_period [get_ports {clk}]

set non_clock_inputs [all_inputs -no_clocks]
set_input_delay [expr $clk_period * $clk_io_pct] -clock clk0 $non_clock_inputs
set_output_delay [expr $clk_period * $clk_io_pct] -clock clk0 [all_outputs]

===== design/flow/design.v =====
module descrambler #
(
    parameter RX_DATA_WIDTH = 64
)
(
    data_in,
    data_out,
    enable,
    sync_info,
    clk, 
    rst
);
    input   [0:(RX_DATA_WIDTH+1)] data_in;   
    input                         enable;
    output  [(RX_DATA_WIDTH-1):0] data_out;
    output [1:0] sync_info;
    input              clk; 
    input              rst; 
    reg     [57:0]  descrambler;
    integer                            i;
    reg     [((RX_DATA_WIDTH*2)-7):0]  poly;
    reg     [0:(RX_DATA_WIDTH-1)]      tempData;
    reg     [(RX_DATA_WIDTH-1):0]      unscrambled_data_i;
    reg                                xorBit;
    wire    [0:63]                     data_scram;
    assign data_scram = data_in[2:65];
    assign sync_info = data_in[0:1];
    always @(descrambler,data_scram)
    begin
        poly = descrambler;
        for (i=0;i<=(RX_DATA_WIDTH-1);i=i+1)
        begin
            xorBit = data_scram[i] ^ poly[38] ^ poly[57];
            poly = {poly[((RX_DATA_WIDTH*2)-8):0],data_scram[i]};
            tempData[i] = xorBit;
        end
    end
    always @(posedge clk)
    begin
        if (rst) begin
            unscrambled_data_i <= 'h0;
            descrambler        <= {122{1'b1}};  
        end
        else if (enable) begin
            unscrambled_data_i <= tempData;
            descrambler        <= poly;
        end
    end
    assign data_out = unscrambled_data_i;
endmodule

===== design/flow/run.sh =====
#!/bin/bash
# OpenROAD 26Q1-2900-gdf79404cd8, Yosys 0.63+post, stock flow scripts
make -C /OpenROAD-flow-scripts/flow DESIGN_CONFIG=/design/flow/config.mk WORK_HOME=/design/flow/orfs finish

==> summary.txt <==
Latest figures from synthesis and place and route.

The critical path's slowest stage uses the library cell sky130_fd_sc_hd__clkdlybuf4s50_1. The script logs the ratio of routed vias to standard cells as 4.53. Yosys reports a chip area of 0.00591 mm^2. By startpoint and endpoint, the worst setup path is classified as flop to primary output. Once the clock tree was built, the setup fixing pass inserted 0 buffers.

The via count of the first global-routing pass was 4022. After synthesis, the mean cell area works out to 10.8 um^2. Measured in cells, the most critical reg-to-reg path has a length of 3. The final layout reports a setup TNS of 0 ns.

For reference, the critical path is launched at unscrambled_data_i[43]. The number of buffers on the longest clock path is 2. The maximum number of pins on one net before global-route repair is 127. The data required time at the worst endpoint is 3.76 ns. The buffer_ports step reported a buffer count of 130. For this run, the top clock speed supported by timing is 0.444 GHz. Counting I/O delays and the setup requirement, the final critical path takes 2.25 ns. The via count is 4191. The total die area is 0.0203 mm^2. Per the detail_route report, inserted antenna diodes total 0. The DRC violation total left in the routed layout is recorded as 0. The multi-input logic area is 0.00318 mm^2.

The clock net in this run drives a total of 122 sinks. Per the post-route antenna check, the number of violating nets is 0. For reference, the critical path cell chain is clkdlybuf4s50_1.

Per the finish-stage timing summary, setup violations number 0. As reported, the later end of the worst-skew pair has a clock insertion delay of 0.41 ns. TritonRoute output was used to compute an average wire per cell of 15.8 um. Warnings reported by Yosys during synthesis add up to 1. The number of cells in the yosys synthesis report is 546. The final timing summary puts the cycle share of the worst path at 47.9%. The number of cells produced by synthesis is 546. The post-synth register bit count is 122. The gate family responsible for the most delay along the worst path is buffers and inverters.

Sequential elements use 41.3% of the synthesized area. The reg2reg setup slack is 3.50 ns. The first global-routing pass estimated 22.3 mm of wire. At the worst endpoint, the arrival time is 1.31 ns.

Per the log, the first TritonRoute iteration ended with a DRC count of 260. The instance count on the critical path is 1. The final max-slew violation count recorded for this run is 0.

The worst relative slew slack is 45.0%. The tally of non-filler cells in the final layout is 925. TritonCTS built the clock tree.

The number of hold violations in the final report is 0. The worst setup path is captured at a primary output. The first TritonRoute pass finished after 4 iterations. The initial antenna violation count was 1. Setup repair after global routing left no endpoint under its margin.

The most critical min-delay path falls under flop to flop. Overall routing resource usage recorded by global route was 14.8%. The total routed wirelength is 14.6 mm. The destination of the worst register-to-register timing path is unscrambled_data_i[33]. The core region is 0.0190 mm^2. Summing every instance area after synthesis gives 0.00591 mm^2. The reported max-cap violation count is 0.

The number of cells upsized or downsized after cts is 0. The worst setup path is launched from a flop. The flow ran to the end, and the final reports show no timing, DRC or antenna violations. The transition time of the tightest slew-check pin is 0.825 ns. The timing endpoint of the critical path is data_out[43]. The peak fanout along the critical path is 2. The final hold slack is 0.499 ns.

Per the cell usage report, the commonest logic cells after layout are sky130_fd_sc_hd__clkdlybuf4s50_1 (128), sky130_fd_sc_hd__dfxtp_1 (122), sky130_fd_sc_hd__nor2b_1 (58), sky130_fd_sc_hd__a211o_1 (58). The most frequent logic cell in the layout is sky130_fd_sc_hd__clkdlybuf4s50_1. The die is 142 um wide. The post-synthesis to final-layout area growth is 32.4%.

Looking at the clock tree report, the H-tree level count equals 4. Looking at the worst setup and hold paths, the clock pins of their registers show a slew of 0.05 ns. For this run the detailed placement stage logged an HPWL of 10.4 mm. The fill cell total of the finished layout is 1810. The vertical die dimension reported for this design is 142 um. In this design, the stage delay of the slowest critical-path cell is 0.58 ns.

In this run the count of I/O pins placed on the die edge is 135. The analysis reports a worst IR drop on VDD of 0.270 mV. In this run, CTS created clock tree buffers numbering 17. The area used by sequential logic in the layout is 0.00244 mm^2.

The remaining global-route overflow is 0. The final weighted congestion recorded by global placement is 0.844. The clock arrives with 0.00745 ns of skew. The standard-cell row count is 50. Including well taps, the total number of placed cells is 895. The fraction of final layout cells sized beyond drive strength 1 is 4.21%. The floorplan utilization is 31.1%. The leakage power is 3.14 nW. The startpoint of the most critical register-to-register path is descrambler[8]. The number of buffers added to fix hold violations after cts is 0. In this run the power density over the cells is 368 mW/mm^2.

The clock root buffer is sky130_fd_sc_hd__clkbuf_16. The number of warnings the tools reported is 27. The distinct cell type count after synthesis is 18. The buffers plus inverters on the worst setup path is 1.
## metal layers
| metal | part of all wire, % | up-vias | GRT usage, % |
|---|---|---|---|
| li1 | - | 2164 | - |
| met1 | 51 | 1893 | 23.6 |
| met2 | 39 | 110 | 19.3 |
| met3 | 8.4 | 22 | 5.86 |
| met4 | 1.6 | 2 | 2.04 |
| met5 | 0.12 | - | 0 |
## sequential cells by signal, summed over array words and instances (netlist names)
register and cells:
descrambler 58, unscrambled_data_i 64
## synth_stat cells, drive strengths merged
library cell	count	area [um^2]
o221ai	36	315
a211o	58	508
nand2b	36	225
nor2	28	105
nor3b	18	135
xor2	36	315
nand2	36	135
mux2i	28	280
nor2b	58	363
nand3b	18	135
buf	29	229
dfxtp	122	2440
xor3	28	666
clkbuf	15	58.8
## logic make-up (layout without fill, tap and decap cells)
family          after synthesis  in the layout  synth area share [%]
compound gates               94             94                  13.9
xor+xnor                     64             64                  16.6
buf+inv                      44            163                  4.87
flops                       122            122                  41.3
mux                          28             28                  4.74
simple gates                194            194                  18.6
## stage by stage
stage | cell area, um^2 | setup slack, ns | total power [mW] | util [%]
after global routing | 7830 | 2.31 | 3.01 | 41.2
after CTS | 7830 | 2.44 | 2.91 | 41.2
final | 7830 | 2.45 | 2.88 | 41.2
after floorplan | 5910 | 2.72 | 1.47 | -
after global placement | 7290 | 2.17 | 1.69 | 38.3
after detailed placement | 7290 | 2.10 | 1.70 | 38.3
## power by group
| part | total, mW | switching, mW | leakage, nW | internal [mW] |
|---|---|---|---|---|
| sequential | 1.18 | 0.0582 | 1.01 | 1.13 |
| combinational | 0.493 | 0.182 | 1.86 | 0.311 |
| clock | 1.20 | 0.428 | 0.265 | 0.776 |
## layout make-up
class / instances / area share (%)
Clock inverter: 2 / 0.448
Multi-Input combinational cell: 380 / 40.7
Tap cell: 260 / 4.16
Sequential cell: 122 / 31.2
Clock buffer: 28 / 6.47
Timing Repair Buffer: 133 / 17.1
## how the worst min path moves through the flow
stage                                   from                      to  slack [ns]  cells past startpoint
after CTS              unscrambled_data_i[1]   unscrambled_data_i[1]        0.51                      2
after global routing  unscrambled_data_i[34]  unscrambled_data_i[34]        0.53                      2
final                  unscrambled_data_i[1]   unscrambled_data_i[1]        0.50                      2
## worst min-delay path: stages, from the launching register on
cell and delay [ns]:
sky130_fd_sc_hd__dfxtp_1 0.32, sky130_fd_sc_hd__mux2i_1 0.06, sky130_fd_sc_hd__nor2_1 0.08
Power figures rest on the tool's default switching activity, not on a simulated workload.
