### design/flow/config.mk
export PLATFORM = sky130hd
export DESIGN_NAME = scrambler
export DESIGN_NICKNAME = scrambler
export VERILOG_FILES = /design/flow/design.v
export SDC_FILE = /design/flow/constraint.sdc
export NUM_CORES = 4
export LEC_CHECK = 1
export CORE_UTILIZATION = 40
### design/flow/run.sh
#!/bin/bash
# OpenROAD 26Q1-2900-gdf79404cd8, Yosys 0.63+post, stock flow scripts
make -C /OpenROAD-flow-scripts/flow DESIGN_CONFIG=/design/flow/config.mk WORK_HOME=/design/flow/orfs finish
### design/flow/constraint.sdc
current_design scrambler

set clk_period 4.2
set clk_io_pct 0.2

create_clock -name clk0 -period $clk_period [get_ports {clk}]

set non_clock_inputs [all_inputs -no_clocks]
set_input_delay [expr $clk_period * $clk_io_pct] -clock clk0 $non_clock_inputs
set_output_delay [expr $clk_period * $clk_io_pct] -clock clk0 [all_outputs]
### design/flow/design.v
module scrambler #
( 
    parameter TX_DATA_WIDTH = 64
)
(
    input [0:(TX_DATA_WIDTH-1)] data_in,
    output [(TX_DATA_WIDTH+1):0] data_out,
    input enable,
    input [1:0] sync_info,
    input clk,
    input rst
);
    integer i;
    reg [((TX_DATA_WIDTH*2)-7):0] poly;
    reg [((TX_DATA_WIDTH*2)-7):0] scrambler;
    reg [0:(TX_DATA_WIDTH-1)] tempData = {TX_DATA_WIDTH{1'b0}};
    reg xorBit;
    always @(scrambler,data_in)
    begin
        poly = scrambler;
        for (i=0;i<=(TX_DATA_WIDTH-1);i=i+1)
        begin
            xorBit = data_in[i] ^ poly[38] ^ poly[57];
            poly = {poly[((TX_DATA_WIDTH*2)-8):0],xorBit};
            tempData[i] = xorBit;
        end
    end
    always @(posedge clk)
    begin
        if (rst) begin
            scrambler        <= {122{1'b1}};  
        end
        else if (enable) begin
            scrambler <= poly;
        end
    end
    assign data_out = {sync_info, tempData};
endmodule
==> reports/results.ini <==
[routing]
routed_wl_mm = 8.39
drt_pre_antenna_iters = 4
wl_per_cell_um = 14.5
antennaDiodeCount = 0
vias_per_cell = 4.54
route.detailed.drc = 0
vias = 2630
route.antenna.remaining_nets = 0
first_iter_violations = 39

[final_timing]
fin_skew_ns = 0.00984
slew_headroom_pct = 57.8
period_used_pct = 77.7
setup_tns_ns = 0
hold_violations = 0
worstMarginPinSlew_ns = 0.633
finalSetupViolations = 0
rsz0062_at_grt = false
min_period_ns = 3.26
fin_hold_ws_ns = 0.496
slew_viol_final = 0
fmax_mhz = 306

[global_route]
grt_overflow = 0
track_usage_pct = 17.0
antenna_found_initial = 0
grt_max_degree = 53
grt_pass1_vias = 2630
grt_pass1_wl_mm = 13.3

[synth]
ys_sh_xor_pct = 34.7
adder_share_pct = 0
synth-simple-area-share_pct = 5.58
ys_sh_aoi_pct = 16.2
synthArstFlopShare_pct = 0
synth_cell_types = 19
syn_area_per_cell_um2 = 10.5
synth-edff-count = 0
ys_area_mm2 = 0.00399
ys_seq_share_pct = 29.1
syn_inst = 381
flop_cell = dfxtp_1
ys_cells = 381
numSynthFlops = 58
logic_family = XOR/XNOR gates
mux_share_pct = 0
syn-cell-area_mm2 = 0.00399
yosysWarnings = 1

[pwr]
p_leak_nw = 2.18
power_density_mw_per_mm2 = 469
vdd_ir_drop_max_uv = 227

[clock_network]
root_buffer = clkbuf_8
numClockSinks = 58
cts_setup_buffers = 0
ctsHoldBuffers = 0
clk_latency_ns = 0.34
cts_buffer_depth = 2
cts_tree = done
cts_resized = 0
clk_pin_slew_ns = 0.07
htreeDepth = 3
cts_made_buffers = 9

[worst_setup_path]
path_common_cell = clkdlybuf4s50_1
worstPathCellList = clkdlybuf4s50_1, xor3_2, xnor2_1, clkdlybuf4s50_1
worst_path_max_delay_cell = clkdlybuf4s50_1
endpoint_kind = output pin
required_ns = 3.36
cp.arrival_ns = 2.42
path_class = in -> out
slowest_delay_ns = 0.52
cp_max_fo = 3
start_kind = input port

[finish]
largest_registers = scrambler: 58 flops
final_cell_mix = clkdlybuf4s50_1 (128), xnor2_1 (73), dfxtp_1 (58)
top_register = scrambler
syn2layout_area_growth_pct = 28.6
layout-drive-gt1-share_pct = 13.9
layout_top_cell = clkdlybuf4s50_1
largest_reg_flops = 58

[floorplan]
coreArea_mm2 = 0.00973
fp_util_pct = 41.0
fp-row-count = 36
die_h_um = 102
chip_area_mm2 = 0.0104
io_pins = 135
die_width_um = 102

[flow_run]
drv_cap = 0
tool_warnings = 25

[run_status]
outcome = completed

[worst_hold_path]
hold_path_class = reg -> reg

[place]
port_buffers = 130
gp_congestion = 0.760
place_hpwl_mm = 5.98

==> layout make-up <==
| class | count | area [µm²] |
|---|---|---|
| clock inverter | 6 | 105 |
| timing repair buffer | 133 | 1310 |
| tap | 133 | 166 |
| sequential | 58 | 1160 |
| fill | 888 | 4600 |
| clock buffer | 10 | 128 |
| multi-input combinational | 238 | 2250 |
| inverter | 1 | 3.75 |
==> kinds of logic after synthesis <==
logic type      after synthesis
xor+xnor                    109
buf+inv                      85
compound gates               83
flops                        58
simple gates                 46
==> per-layer routing <==
| metal | global-route usage (%) | wire length (µm) |
|---|---|---|
| met5 | 0 | 0 |
| met4 | 1.54 | 92 |
| met2 | 27.5 | 3920 |
| met1 | 24.2 | 3740 |
| met3 | 5.01 | 636 |
==> report_power, final <==
group          total (mW)  switching, mW  internal [mW]
sequential          0.703         0.0761          0.627
combinational        1.09          0.310          0.777
clock               0.617          0.226          0.391
==> per-stage QoR <==
step / std cells / power (mW) / util [%] / cell area, µm² / setup slack [ns]
final: 579 / 2.41 / 52.7 / 5130 / 0.935
after global placement: 563 / 1.82 / 50.3 / 4900 / 0.910
after detailed placement: 563 / 1.82 / 50.3 / 4900 / 0.923
after floorplan: 381 / 1.51 / - / 3990 / 1.92
after global routing: 579 / 2.57 / 52.7 / 5130 / 0.857
after CTS: 579 / 2.45 / 52.7 / 5130 / 0.922
==> worst paths after layout <==
| kind | startpoint | to | slack (ns) | depth (start not counted) |
|---|---|---|---|---|
| worst min-delay path | scrambler[47]$_SDFFE_PP1P_ | scrambler[47]$_SDFFE_PP1P_ | 0.50 | 2 |
| worst min register to register | scrambler[47]$_SDFFE_PP1P_ | scrambler[47]$_SDFFE_PP1P_ | 0.50 | 2 |
| worst max register to register | scrambler[22]$_SDFFE_PP1P_ | scrambler[8]$_SDFFE_PP1P_ | 2.82 | 3 |
| worst max-delay path | data_in[11] | data_out[13] | 0.94 | 4 |
==> worst max-delay path: cells and delay by family <==
kind	cells	cell delay, ns
xor gates and xnor gates	2	0.59
buffers and inverters	2	0.99
==> cells in the mapped netlist, drive strengths merged, types with 6 or more instances <==
| library cell | instances | area share [%] |
|---|---|---|
| xnor2 | 78 | 18 |
| buf | 74 | 13 |
| dfxtp | 58 | 29 |
| nor2 | 26 | 2.4 |
| a21bo | 25 | 6.3 |
| a21oi | 25 | 3.1 |
| a211o | 20 | 4.4 |
| nor2b | 20 | 3.1 |
| xor3 | 19 | 12 |
| o21bai | 13 | 2.4 |
| clkbuf | 10 | 0.94 |
| xnor3 | 6 | 3.4 |
| xor2 | 6 | 1.3 |
Power figures rest on the tool's default switching activity, not on a simulated workload.
